--- ./config.mk ---
export PLATFORM = sky130hd
export DESIGN_NAME = boruhatti_toplama
export DESIGN_NICKNAME = boruhatti_toplama
export VERILOG_FILES = /design/flow/design.v
export SDC_FILE = /design/flow/constraint.sdc
export NUM_CORES = 4
export LEC_CHECK = 1
export CORE_UTILIZATION = 30
--- ./constraint.sdc ---
current_design boruhatti_toplama

set clk_period 1.0
set clk_io_pct 0.2

create_clock -name clk0 -period $clk_period [get_ports {clk}]

set non_clock_inputs [all_inputs -no_clocks]
set_input_delay [expr $clk_period * $clk_io_pct] -clock clk0 $non_clock_inputs
set_output_delay [expr $clk_period * $clk_io_pct] -clock clk0 [all_outputs]
--- ./design.v ---
`timescale 1ns / 1ps
module boruhatti_toplama #(parameter N = 8)(
        input clk,
        input [N-1:0] sayi1,
        input [N-1:0] sayi2,
        input [N-1:0] sayi3,
        input [N-1:0] sayi4,
        input [N-1:0] sayi5,
        input [N-1:0] sayi6,
        input [N-1:0] sayi7,
        input [N-1:0] sayi8,
        input giris_etkin,
        output [N+1:0] sonuc,
        output sonuc_etkin
    );
    reg [N+1:0] sum_asama1_1 = 0;
    reg [N+1:0] sum_asama1_2 = 0;
    reg [N+1:0] sum_asama2_1 = 0;
    reg [N+1:0] sum_asama2_2 = 0;
    reg [N+1:0] sum_asama3_1 = 0;
    reg [N+1:0] sum_asama3_2 = 0;
    reg [N+1:0] sum_asama1_1_next = 0;
    reg [N+1:0] sum_asama1_2_next = 0;
    reg [N+1:0] sum_asama2_1_next = 0;
    reg [N+1:0] sum_asama2_2_next = 0;
    reg [31:0]  cevrim = 0;
    reg [31:0]  cevrim_sonraki = 1;
    reg [N+2:0] sonuc_reg = 0;
    reg sonuc_etkin_reg = 0;
    assign sonuc = sonuc_reg;
    assign sonuc_etkin = sonuc_etkin_reg;
    reg [N-1:0] sayi3_now;
    reg [N-1:0] sayi3_next;
    reg [N-1:0] sayi4_now;
    reg [N-1:0] sayi4_next;
    reg [N-1:0] sayi4_next_next;
    reg [N-1:0] sayi7_now;
    reg [N-1:0] sayi7_next;
    reg [N-1:0] sayi8_now;
    reg [N-1:0] sayi8_next;
    reg [N-1:0] sayi8_next_next;
    always@(cevrim) begin
        sayi3_next = sayi3;
        sayi4_next_next = sayi4;
        sayi7_next = sayi7;
        sayi8_next_next = sayi8;
        if(giris_etkin == 1'b1) begin
            sum_asama1_1_next = sayi1 + sayi2;
            sum_asama1_2_next = sayi5 + sayi6;
            sum_asama2_1_next = sayi3_now + sum_asama1_1;
            sum_asama2_2_next = sayi7_now + sum_asama1_2;
            sum_asama3_1 = sayi4_now + sum_asama2_1;
            sum_asama3_2 = sayi8_now + sum_asama2_2;
            if(sum_asama3_1 > sum_asama3_2) begin
                sonuc_reg = sum_asama3_1 - sum_asama3_2;
            end
            else begin
                 sonuc_reg = sum_asama3_2 - sum_asama3_1;
            end
            if(cevrim > 3) begin
                sonuc_etkin_reg = 1;
            end
        end
    end
    always@(posedge clk) begin
        cevrim <= cevrim_sonraki;
        sum_asama1_1 <= sum_asama1_1_next;
        sum_asama1_2 <= sum_asama1_2_next;
        sum_asama2_1 <= sum_asama2_1_next;
        sum_asama2_2 <= sum_asama2_2_next;
        sayi3_now <= sayi3_next;
        sayi4_now <= sayi4_next;
        sayi4_next <= sayi4_next_next;
        sayi7_now <= sayi7_next;
        sayi8_now <= sayi8_next;
        sayi8_next <= sayi8_next_next;
    end
endmodule
--- ./run.sh ---
#!/bin/bash
# OpenROAD 26Q1-2900-gdf79404cd8, Yosys 0.63+post, stock flow scripts
make -C /OpenROAD-flow-scripts/flow DESIGN_CONFIG=/design/flow/config.mk WORK_HOME=/design/flow/orfs finish
==> Slide: Implementation Results <==
Implementation Results

Run status
  – Status: completed

Power
  – Sequential power share: 33.6%
  – Sw power: 4460 uW
  – Internal power: 9630 uW
  – Sw Ratio: 31.7%
  – Worst vdd ir: 1.25 mV
  – P_leak: 0.00301 uW
  – Pwr/cell area: 2150 nW/um2
  – Combinational Power Share: 42.5%
  – Clock power frac: 23.9%

Floorplan
  – Chip width: 134 um
  – IO Count: 77
  – Site Rows: 48
  – FP Util: 30.6%
  – Core Area: 17200 um2
  – Die area: 18000 um2
  – Die Ht: 134 um

CTS
  – H-Tree Depth: 3
  – Post-CTS setup buffers: 0
  – Clk latency of the worst-skew pair: 0.33 ns
  – CTS resizes: 0
  – Hold Buf Count CTS: 0
  – Clock transition at the registers of the reported paths: 0.06 ns
  – Longest Clk Path Bufs: 2
  – Cts bufs inserted: 9
  – CTS tree: yes
  – Clk root buf: clkbuf_16

Final layout
  – Fill cell count: 1716
  – Syn-to-layout area delta: 24.5%
  – Share of layout cells above drive strength 1: 3.72%
  – Core Util, Final: 38.1%
  – Register area: 2440 um2
  – Logic area: 2590 um2
  – Fin cells: 816

Logic synthesis
  – Synth Area per Inst: 10.4 um2
  – Post-synthesis cell type with the largest combined area: dfxtp_1
  – Unique cell types: 43
  – Syn. warnings: 1
  – Yosys stat cell total: 506
  – Top cell area share: 32.8%
  – Post-synth EDFFs: 0
  – Synth area leaders: dfxtp_1 33%, ha_1 16%, dlxtp_1 14%, xnor2_1 5.5%, fa_1 3.0%
  – Post-synth top flop: dfxtp_1
  – Async SR Flop Fraction: 0%
  – Synth Instances: 506
  – Post-synth top cells: 86 x dfxtp_1, 67 x ha_1, 48 x dlxtp_1
  – Synth top cell by count: dfxtp_1
  – Flops out of synthesis: 134
  – Synthesized area: 5250 um2
  – Yosys Chip Area: 5250 um2

STA
  – Setup TNS: 0 ns
  – RSZ-0062 raised after global routing: no
  – Fmax: 2.45 GHz
  – Endpoints left unconstrained: 96
  – Final Critical Period: 0.409 ns
  – Final Hold Vio Count: 0
  – Pins Over Slew Limit: 0
  – Worst Clk Skew: 0.00462 ns
  – Worst Tran Pin Value: 0.494 ns
  – Cycle use final: 40.9%
  – Worst Hold Slack: 0.302 ns
  – Endpoints failing setup: 0
  – Number of register pins that no clock reaches: 48
  – Max-slew headroom: 66.7%

Setup path
  – WP data arrival: 0.64 ns
  – Reg-to-reg slack, setup: 0.59 ns
  – WS Path Type: register to register
  – CP Launch Type: register
  – Required @ worst endpoint: 1.23 ns
  – Endpoint type of the worst setup path: register
  – Crit Path Max Fanout: 1

Global routing
  – Vias in the first global route: 3278
  – Initial antenna violation count: 0
  – Aggregate global routing overflow: 0
  – First-pass GRT wire length: 15000 um
  – Total GRT Usage: 10.4%
  – Largest net degree at the start of global routing: 49

Detailed routing
  – Antenna diodes: 0
  – Pre-antenna DRT Iters: 4
  – # DRC: 0
  – Final WL: 8710 um
  – DR WL/cell: 10.7 um
  – Via count: 3411
  – 1st-iter DRT viols: 141
  – DR vias/cell: 4.18
  – Antenna viol nets, final: 0

Placed design
  – # placed instances: 800
  – GPL Wtd Cong: 0.777
  – DP HPWL: 6910 um
  – PortBufs: 75

Job
  – Tool Warnings: 34
  – Max-cap viol count: 0

Min path
  – Hold crit path type: primary input to register
-- routing by layer --
metal  routed length (um)  global-route usage (%)  up-vias
met4                  165                    1.69        0
met1                 4260                    14.9     1472
li1                     -                       -     1861
met2                 3950                    17.2       69
met5                    0                       0        -
met3                  336                    1.47        9
-- logic make-up (layout without fill, tap and decap cells) --
family / Yosys count / in the layout / synth area share, %
xor+xnor: 51 / 51 / 8.50
fa+ha+maj: 75 / 75 / 19.0
compound gates: 99 / 99 / 12.0
other cells: 1 / 1 / 0.0714
buf+inv: 49 / 134 / 4.22
mux: 9 / 9 / 1.71
latches: 48 / 48 / 13.7
simple gates: 88 / 88 / 8.03
flops: 86 / 86 / 32.8
-- final cells by class --
type,count,share of cell area [%]
Multi-Input combinational cell,323,39.6
Inverter,41,2.35
Tap cell,225,4.30
Clock buffer,10,3.65
Sequential cell,134,37.3
Timing Repair Buffer,77,11.7
Clock inverter,6,1.03
-- placed cells by master (no fill, tap or decap), types with 9 or more instances in the layout --
| master | instances |
|---|---|
| inv_1 | 41 |
| clkbuf_16 | 9 |
| a21o_1 | 19 |
| clkdlybuf4s50_1 | 75 |
| nor2_1 | 27 |
| dfxtp_1 | 86 |
| dlxtp_1 | 48 |
| xor2_1 | 18 |
| xnor2_1 | 33 |
| ha_1 | 67 |
| a21oi_1 | 26 |
| o21ai_0 | 27 |
| nand2_1 | 27 |
| mux2i_1 | 9 |
-- through the flow --
| stage | total power (uW) | instance area (um2) | setup slack (ns) |
|---|---|---|---|
| finish | 14100 | 6540 | 0.591 |
| global route | 15300 | 6540 | 0.576 |
| CTS | 14300 | 6540 | 0.585 |
| detailed placement | 10800 | 6230 | 0.267 |
| global placement | 10800 | 6230 | 0.290 |
| floorplan | 9140 | 5250 | 0.620 |
-- path summary, 6_finish.rpt --
| check | cells after the start | start | endpoint |
|---|---|---|---|
| hold / removal | 1 | sayi4[6] | sayi4_next[6]$_DFF_P_ |
| hold reg to reg | 0 | sayi8_next[6]$_DFF_P_ | sayi8_now[6]$_DFF_P_ |
| setup reg to reg | 0 | sayi4_next[4]$_DFF_P_ | sayi4_now[4]$_DFF_P_ |
| setup / recovery | 0 | sayi4_next[4]$_DFF_P_ | sayi4_now[4]$_DFF_P_ |
-- power groups by stage --
stage / sequential [uW] / combinational (uW) / clock (uW)
CTS: 4760 / 6050 / 3490
finish: 4740 / 5990 / 3360
global route: 4840 / 6810 / 3630
Power figures rest on the tool's default switching activity, not on a simulated workload.

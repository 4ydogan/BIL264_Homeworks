===== flow/config.mk =====
export PLATFORM = sky130hd
export DESIGN_NAME = fark
export DESIGN_NICKNAME = fark
export VERILOG_FILES = /design/flow/design.v
export SDC_FILE = /design/flow/constraint.sdc
export NUM_CORES = 4
export LEC_CHECK = 1
export CORE_AREA = 10 10 70 70
export DIE_AREA = 0 0 80 80

===== flow/constraint.sdc =====
current_design fark

set clk_period 1.3
set clk_io_pct 0.2

create_clock -name clk0 -period $clk_period

set non_clock_inputs [all_inputs -no_clocks]
set_input_delay [expr $clk_period * $clk_io_pct] -clock clk0 $non_clock_inputs
set_output_delay [expr $clk_period * $clk_io_pct] -clock clk0 [all_outputs]

===== flow/design.v =====
`timescale 1ns / 1ps
module binary(
    input [3:0] kaynak_dugumu,
    input [1:0] yon,
    output [3:0] hedef_dugumu
    );
    wire [3:0] not_kaynak_dugumu;
    wire [1:0] not_yon;
    not (not_kaynak_dugumu[0], kaynak_dugumu[0]);  
    not (not_kaynak_dugumu[1], kaynak_dugumu[1]);  
    not (not_kaynak_dugumu[2], kaynak_dugumu[2]);
    not (not_kaynak_dugumu[3], kaynak_dugumu[3]); 
    not (not_yon[0],yon[0]);
    not (not_yon[1],yon[1]);
    wire nAandnD, nBandnD, AandC, AandBandD;
    and (nAandnD, not_kaynak_dugumu[1], not_yon[0]);
    and (nBandnD, not_kaynak_dugumu[0], not_yon[0]);
    and (AandC, kaynak_dugumu[1], yon[1]);
    and (AandBandD, kaynak_dugumu[1], kaynak_dugumu[0], yon[0]); 
    or (hedef_dugumu[0], nAandnD, nBandnD, AandC, AandBandD);
    wire nCandnD, AandB, nAandCandD;
    and (nCandnD, not_yon[1], not_yon[0]);
    and (AandB, kaynak_dugumu[1], kaynak_dugumu[0]);
    and (nAandCandD, not_kaynak_dugumu[1], yon[1], yon[0]);
    or (hedef_dugumu[1], nCandnD, AandB, nAandCandD);
    wire nBandD, nBandC, AandD, BandnCandnD;
    and (nBandD, not_kaynak_dugumu[0], yon[0]);
    and (nBandC, not_kaynak_dugumu[0], yon[1]);
    and (AandD, kaynak_dugumu[1], yon[0]);
    and (BandnCandnD, kaynak_dugumu[0], not_yon[1], not_yon[0]);
    or (hedef_dugumu[2], nBandD, nBandC, AandD, BandnCandnD);
    wire BandD, BandC;
    and (BandD, kaynak_dugumu[0], yon[0]);
    and (BandC, kaynak_dugumu[0], yon[1]);
    or (hedef_dugumu[3], kaynak_dugumu[1], BandD, BandC);
endmodule
`timescale 1ns / 1ps
module fark(
   input [3:0] dugum_1,dugum_2,
   input [1:0] yon_1, yon_2,
   output [1:0] seviye_farki
   );
   wire [3:0] hedef_dugumu_1, hedef_dugumu_2; 
   wire [2:0] seviye_1, seviye_2;
   binary bnry1 (dugum_1, yon_1, hedef_dugumu_1);
   binary bnry2 (dugum_2, yon_2, hedef_dugumu_2);
   seviye sv1 (hedef_dugumu_1, seviye_1);
   seviye sv2 (hedef_dugumu_2, seviye_2);
   wire A, B, C, D;
   buf (A, seviye_1[2]);
   buf (B, seviye_1[0]);
   buf (C, seviye_2[2]);
   buf (D, seviye_2[0]);
   wire nA, nB, nC, nD;
   not (nA, A);
   not (nB, B);
   not (nC, C);
   not (nD, D);
   xor (seviye_farki[0], B, D);
   wire nAandnBandC, AandnCandnD;
   and (nAandnBandC, nA, nB, C);
   and (AandnCandnD, A, nC, nD);
   or (seviye_farki[1], nAandnBandC, AandnCandnD);
endmodule
`timescale 1ns / 1ps
module seviye(
    input [3:0] dugum,
    output [2:0] dugumun_seviyesi
    );
    wire [3:0] not_dugum;
    not (not_dugum[3], dugum[3]);  
    not (not_dugum[2], dugum[2]);  
    not (not_dugum[1], dugum[1]);  
    not (not_dugum[0], dugum[0]);  
    and (dugumun_seviyesi[2], dugum[3], dugum[2], dugum[1]);
    wire nAB, BnC, AnB, nACD;
    and (nAB, not_dugum[3], dugum[2]); 
    and (BnC, dugum[2], not_dugum[1]); 
    and (AnB, dugum[3], not_dugum[2]); 
    and (nACD, not_dugum[3], dugum[1], dugum[0]); 
    or (dugumun_seviyesi[1], nAB, BnC, AnB, nACD);
    wire AnC, nBnCD, nBCnD, nABCD;
    and (AnC, dugum[3], not_dugum[1]);
    and (nBnCD, not_dugum[2], not_dugum[1], dugum[0]);
    and (nBCnD, not_dugum[2], dugum[1], not_dugum[0]);
    and (nABCD, not_dugum[3], dugum[2], dugum[1], dugum[0]);
    or (dugumun_seviyesi[0], AnB, AnC, nBnCD, nBCnD, nABCD);
endmodule

===== flow/run.sh =====
#!/bin/bash
# OpenROAD 26Q1-2900-gdf79404cd8, Yosys 0.63+post, stock flow scripts
make -C /OpenROAD-flow-scripts/flow DESIGN_CONFIG=/design/flow/config.mk WORK_HOME=/design/flow/orfs finish

==> results.txt <==
State of the implementation.

- The flow ran to the end, and the final reports show no timing, DRC or antenna violations.
- The final hold slack is 0.881 ns, for reference.
- The number of clock-tree buffers in the layout is 0, for reference.
- In this run the cell area of the synthesized design comes to 77.6 µm².
- STA classifies the critical path startpoint as an input port.
- The worst vdd rail ir drop is 0.0183 mV, for reference.
- The path with the worst hold slack has its endpoint at seviye_farki[1].
- The pin count of the biggest net entering global routing is 3, for reference.
- The number of vias in the routed layout is 109, for reference.
- The number of ports placed on the die boundary is 14, for reference.
- The most common logic cells in the final layout are sky130_fd_sc_hd__clkdlybuf4s15_1 (4), sky130_fd_sc_hd__clkbuf_2 (3), sky130_fd_sc_hd__nand2_1 (2), sky130_fd_sc_hd__buf_2 (2).
- The x dimension of the die is 80 µm, for reference.
- The final timing report lists a hold violation count of 0.
- The run reported a max-capacitance violation count of 0.
- The final count of pins violating max slew is 0, for reference.
- The number of remaining DRC errors is 0, for reference.
- Tracing the worst setup path back leads to its startpoint at dugum_1[1].
- The violation count after the first detailed-routing iteration is 0, for reference.
- The area taken by flip-flops and latches is 0 µm², for reference.
- Per STA, the worst path is made up of clkdlybuf4s15_1, and2_4, a21oi_2, xnor2_1, buf_2.
- The leakage dissipation is 0.0000835 µW, for reference.
- The count of antenna-violating nets left after detailed routing is 0, for reference.
- The wire length reported by the detailed router is 392 µm, for reference.
- The floorplan has 21 rows.
- In the hold timing report, the worst path depth is 4.
- The worst setup path is captured at an output port.
- The number of detailed-routing iterations run before antenna repair is 1, for reference.
- With fillers left out, the area of the finished cells amounts to 226 µm².
- The unique cell type count in the Yosys netlist is 10, for reference.
- In this build the clock could be raised as far as 0.811 GHz.
- Total power for the finished layout comes to 50.6 µW.
- The share of the yosys chip area belonging to registers is 0%, for reference.
- The total die size is 6400 µm², for reference.
- The initial utilization of the core area, before any placement, comes to 2.27%.
- The longest incremental delay of any stage on the critical path is reported as 0.19 ns.
- The cell at the slowest stage of the critical path is sky130_fd_sc_hd__clkdlybuf4s15_1, for reference.
- The synthesis log from Yosys contains 0 warnings.
- A synthesized cell averages 6.46 µm².
- The combined global-route utilization of all metal layers is 1.11%, for reference.
- The number of vias per cell after detailed routing is 1.60, for reference.
- The count of buffers from port buffering is 10, for reference.
- The initial antenna violation count is 0, for reference.
- Counting every instance in the synthesized netlist gives 12.
- The most frequently placed logic cell in the final layout is sky130_fd_sc_hd__clkdlybuf4s15_1, for reference.
- The leftover overflow at the end of global routing is 0, for reference.
- The post-placement cell area is 235 µm².
- The antenna cell count is 0, for reference.
- Looking at the max-slew report, the worst-margin pin has a slew of 0.128 ns.
- The fraction of final layout cells with drive strength greater than 1 is 50.0%, for reference.
- The total cells reported by yosys after synthesis is 12, for reference.
- After routing, the total negative slack on setup checks comes to 0 ns.
- The required time of the critical path is 1.04 ns, for reference.
- The setup-violating endpoint count in the final report is 0, for reference.
- The post-detailed-route wirelength per cell is 5.76 µm, for reference.
- The number of warnings the tools reported is 36, for reference.
- OpenROAD reports that the post-layout worst path occupies 94.9% of the period.
- The Yosys chip area is 77.6 µm², for reference.
- The via count of the first global-routing pass is 104, for reference.
- After clock tree synthesis, the flow added hold-fix buffers numbering 0.
- The worst hold path class is in -> out, for reference.
- The worst-case headroom to the max-slew limit is 91.4%, for reference.
- The worst path in the final design needs a cycle of 1.23 ns, including I/O delays and setup.
- The worst hold path startpoint is dugum_1[0], for reference.
- On the critical path the data arrives at 0.97 ns.
- The die height is 80 µm, for reference.
- The first global-routing pass estimated 545 µm of wire.
- Power spread over the standard cell area amounts to 223 nW/µm².
- The top fanout value on the critical path is 2, for reference.
- The kind of critical path is in -> out, for reference.
- The area growth from synthesis to layout is 192%.
- RePlAce ended its routability-driven mode at a weighted congestion of 0.657.
- The number of flip-flops and latches is 0, for reference.
- The floorplan core area is 3420 µm², for reference.
-- Yosys cell counts --
| cell | count | share of area (%) |
|---|---|---|
| sky130_fd_sc_hd__or2_1 | 1 | 8.1 |
| sky130_fd_sc_hd__a21oi_2 | 1 | 11 |
| sky130_fd_sc_hd__nor2b_2 | 1 | 11 |
| sky130_fd_sc_hd__o2bb2ai_1 | 1 | 11 |
| sky130_fd_sc_hd__o21ai_2 | 1 | 11 |
| sky130_fd_sc_hd__nand2b_1 | 1 | 8.1 |
| sky130_fd_sc_hd__nand2_1 | 2 | 9.7 |
| sky130_fd_sc_hd__and2_1 | 1 | 8.1 |
| sky130_fd_sc_hd__nor2_1 | 2 | 9.7 |
| sky130_fd_sc_hd__xnor2_1 | 1 | 11 |
-- metal layers --
| layer | track usage, % | up-vias | wire [µm] | part of all wire (%) |
|---|---|---|---|---|
| met4 | 0 | 0 | 0 | 0 |
| met5 | 0 | - | 0 | 0 |
| met2 | 2.41 | 4 | 235 | 60 |
| li1 | - | 60 | - | - |
| met1 | 0.923 | 45 | 115 | 29 |
| met3 | 0.455 | 0 | 42 | 11 |
-- logic make-up (layout without fill, tap and decap cells) --
logic type / Yosys count / after routing / share of synthesized area [%]
AND/OR/NAND/NOR: 8 / 8 / 54.9
AND-OR/OR-AND: 3 / 3 / 33.9
XOR/XNOR: 1 / 1 / 11.3
buffers and inverters: 0 / 10 / 0
-- stage by stage --
step | setup slack, ns | utilization, % | cells
floorplan | 0.390 | - | 12
global placement | -0.569 | 6.89 | 68
detailed placement | -0.579 | 6.89 | 68
CTS | 0.0161 | 6.81 | 68
global route | -0.00351 | 6.63 | 68
finish | 0.0669 | 6.63 | 68
-- critical path: cells and delay by family --
kind / cells / cell delay (ns)
XOR/XNOR: 1 / 0.13
AND-OR/OR-AND: 1 / 0.13
AND/OR/NAND/NOR: 1 / 0.15
buffers and inverters: 2 / 0.31
-- what timing repair did --
action | in CTS | in global routing
resized | 19 | 9
pin swaps | 4 | 5
buffers inserted | 1 | 0
setup endpoints to repair | 2 | 1
-- layout make-up --
type	count	area (µm²)
Multi-Input combinational cell	12	95.1
Fill cell	411	3190
Timing Repair Buffer	10	73.8
Tap cell	46	57.6
-- power breakdown --
part | internal (µW) | leakage, µW | switching, µW | total, µW
Sequential | 0 | 0 | 0 | 0
Combinational | 31.9 | 0.0000835 | 18.7 | 50.6
Clock | 0 | 0 | 0 | 0
Total | 31.9 | 0.0000835 | 18.7 | 50.6
-- worst max path at each step --
stage / end / slack, ns / cells past startpoint
CTS: seviye_farki[0] / 0.02 / 5
finish: seviye_farki[0] / 0.07 / 5
global route: seviye_farki[0] / -0.004 / 5
Power and IR drop assume default switching activity.
